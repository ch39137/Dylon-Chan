<file path="flow/design.v">
`timescale 1ns/1ns
`timescale 1ns/1ns
module lcd_driver
(
	input					iCLK,				 
	input					iRST_N,			 
	output				lcd_dclk,		 
	output				lcd_blank,		 
	output				lcd_sync,		 
	output				lcd_hs,	   	 
	output				lcd_vs,	   	 
	output				lcd_en,			 
	output	[23:0]	lcd_rgb,			 
	input		[23:0]	lcd_data,		 
	output				lcd_request,	 
	output	[10:0]	lcd_xpos,		 
	output	[10:0]	lcd_ypos			 
);
reg [10:0] hcnt; 
always @ (posedge iCLK or negedge iRST_N)
begin
	if (!iRST_N)
		hcnt <= 11'd0;
	else
		begin
        if(hcnt < 11'd800 - 1'b1)		 
            hcnt <= hcnt + 1'b1;
        else
            hcnt <= 11'd0;
		end
end 
assign	lcd_hs = (hcnt <= 11'd96 - 1'b1) ? 1'b0 : 1'b1;
reg [10:0] vcnt;
always@(posedge iCLK or negedge iRST_N)
begin
	if (!iRST_N)
		vcnt <= 11'b0;
	else if(hcnt == 11'd800 - 1'b1)		 
		begin
		if(vcnt < 11'd525 - 1'b1)			 
			vcnt <= vcnt + 1'b1;
		else
			vcnt <= 11'd0;
		end
end
assign	lcd_vs = (vcnt <= 11'd2 - 1'b1) ? 1'b0 : 1'b1;
assign	lcd_dclk = ~iCLK;
assign	lcd_blank = lcd_hs & lcd_vs;		
assign	lcd_sync = 1'b0;
assign	lcd_en =	(hcnt >= 11'd96 + 11'd48  && hcnt < 11'd96 + 11'd48 + 11'd640) &&
						(vcnt >= 11'd2 + 11'd33  && vcnt < 11'd2 + 11'd33 + 11'd480) 
						? 1'b1 : 1'b0;
assign	lcd_rgb = lcd_en ? lcd_data : 24'h000000;	 
localparam	H_AHEAD = 	11'd1;
assign lcd_request = (hcnt >= 11'd96 + 11'd48 - H_AHEAD && hcnt < 11'd96 + 11'd48 + 11'd640 - H_AHEAD) &&
							(vcnt >= 11'd2 + 11'd33 && vcnt < 11'd2 + 11'd33 + 11'd480) 
							? 1'b1 : 1'b0;
assign	lcd_xpos	= 	lcd_request ? (hcnt - (11'd96 + 11'd48 - H_AHEAD)) : 11'd0;
assign	lcd_ypos	= 	lcd_request ? (vcnt - (11'd2 + 11'd33)) : 11'd0;
endmodule
</file>
<file path="flow/run.sh">
#!/bin/bash
# OpenROAD 26Q1-2900-gdf79404cd8, Yosys 0.63+post, stock flow scripts
make -C /OpenROAD-flow-scripts/flow DESIGN_CONFIG=/design/flow/config.mk WORK_HOME=/design/flow/orfs finish
</file>
<file path="flow/config.mk">
export PLATFORM = sky130hd
export DESIGN_NAME = lcd_driver
export DESIGN_NICKNAME = lcd_driver
export VERILOG_FILES = /design/flow/design.v
export SDC_FILE = /design/flow/constraint.sdc
export NUM_CORES = 4
export LEC_CHECK = 1
export CORE_UTILIZATION = 30
</file>
<file path="flow/constraint.sdc">
current_design lcd_driver

set clk_period 3.3
set clk_io_pct 0.2

create_clock -name clk0 -period $clk_period [get_ports {iCLK}]

set non_clock_inputs [all_inputs -no_clocks]
set_input_delay [expr $clk_period * $clk_io_pct] -clock clk0 $non_clock_inputs
set_output_delay [expr $clk_period * $clk_io_pct] -clock clk0 [all_outputs]
</file>
==> results.ini <==
[floorplanning]
floorplanUtilization=0.3184
io_pins=79
coreArea_sq_um=6495
die-height_um=85.03
std_cell_rows=29
die-area_sq_um=7230
die_w_um=85.03

[critical_path]
crit_fanout=20
crit_path_max_incr_delay_ns=0.48
cp.arrival_ns=2.63
crit_required_ns=2.64
crit_top_cell=or3_4
crit_path_cell_trace=or3_4, or3_4, a221o_2, buf_12, nor3_2, clkdlybuf4s50_1
crit_type=reg -> out
crit_path_end_kind=primary output
crit_path_start_kind=flip-flop
crit_slowest_cell=clkdlybuf4s50_1

[timing]
hold_violations=0
maxSlewViolCount=0
hold_slack_ns=0.5146
fmax_ghz=0.3035
period_used_share=0.9984
finClkSkew_ns=0.0007905
setup_viol=0
fin_crit_ns=3.295
rsz0062_at_grt=true

[clocking]
htree_levels=1
numCtsBuffers=3
cts.clk_slew.worst_paths_ns=0.08
cts_root_buffer=clkbuf_8
hold_buffers=0
insertion_delay_ns=0.27
cts_tree=done
ctsLongestPathBuffers=2

[yosys]
avgSynthCellArea_sq_um=8.306
synthCells=249
yosys.area.top_type_share=0.2662
ys_area_sq_um=2068
synth_cell_type_count=53
yosysTopAreaCell=dfrtp_1
ys_cells=249
synthFlopType=dfrtp_1
area_leaders=dfrtp_1 (27%), nor3_2 (8.2%), and2_1 (7.9%)
yosys_warnings=1
netlist_area_sq_um=2068
ys_seq_share=0.2662
edf_count=0
ys_ff=22
async_flop_share=1.000

[detailed_routing]
drt_iter0_markers=124
dr.pass1.iters=4
diodes=0
drc_errors=0
wire_per_inst_um=13.99
vias=2085
wl_um=5680
ant_nets=0
vias_per_cell=5.135

[finish]
post-route-util=0.4724
drive_gt1_frac=0.1763
postLayoutCellArea_sq_um=3068
syn_to_final_growth_pct=48.34
instances_no_fill=406

[global_route]
grt_pass1_vias=1929
grt_first_pass_wirelength_um=9549
grt.overflow.total=0
grt_usage=0.1638
grt_max_degree=26
antenna_found_initial=0

[run]
openroad.warnings=32
maxCapViolations=0

[hold_path]
holdCritPathClass=reg -> reg

[place]
dpl_cell_area_sq_um=2940
hpwl_um=4248
gp_congestion=0.8649
place_inst=400
io_buffers=77

[power]
p_leak_uw=0.001323
ir_worst_vdd_v=0.0001191
power_density_nw_per_um2=173.8

[status]
status=finished, final reports clean

[cells by family after synthesis]
group                      count (synthesis)  synth area share
AOI/OAI and AO/OA                         46            0.1591
xor gates and xnor gates                  18           0.07622
adders and majority gates                  4           0.02420
buffers and inverters                     38            0.1053
DFF                                       22            0.2662
other                                      1          0.001813
and+or+nand+nor                          120            0.3672
[per-layer routing]
| layer | share of wire | wire length (um) | GRT usage |
|---|---|---|---|
| met4 | 0.017 | 94 | 0.02773 |
| met3 | 0.10 | 575 | 0.03850 |
| met1 | 0.46 | 2614 | 0.2487 |
| met5 | 0 | 0 | 0 |
| met2 | 0.42 | 2395 | 0.2463 |
[cells in the final DEF (no fill, tap or decap), drive strengths merged, types with 3 or more instances in the layout]
cell type,netlist,routed
clkdlybuf4s50,0,69
and2,27,27
buf,18,23
dfrtp,22,22
nor2,20,20
nor3,19,19
nand2,13,13
inv,12,12
xnor2,12,12
nand3,9,9
o21ai,9,9
a21oi,8,8
xor2,6,6
a31oi,6,6
or3,6,6
and4,5,5
dlymetal6s2s,0,5
nor4,4,4
o22ai,4,4
ha,4,4
clkbuf,7,4
and3,4,4
nand4,3,3
o31ai,3,3
dlygate4sd2,0,3
a211oi,3,3
[stage by stage]
step            TNS, ns  setup WS [ns]  total power, uW
2_1_floorplan         0         0.8114            295.6
3_3_place_gp          0         0.2098            356.3
3_5_place_dp          0         0.2068            356.5
4_1_cts        -0.01719       -0.01107            539.2
5_1_grt          -1.962        -0.1011            558.4
6_report              0       0.005148            533.2
[timing repair]
action	4_1_cts	5_1_grt
setup endpoints to repair	41	45
cloned	0	1
resized	8	17
setup buffers	1	0
pin swaps	1	2
[layout make-up]
| class | count | area [sq um] |
|---|---|---|
| Fill cell | 619 | 3427 |
| Sequential cell | 22 | 551.8 |
| Clock buffer | 5 | 55.05 |
| Inverter | 12 | 45.04 |
| Clock inverter | 1 | 3.754 |
| Multi-Input combinational cell | 190 | 1350 |
| Tap cell | 77 | 96.34 |
| Timing Repair Buffer | 99 | 965.9 |
[Yosys cell counts, types with 7 or more instances]
cell,instances
a21oi_1,8
and2_1,26
buf_4,7
clkbuf_1,7
dfrtp_1,22
inv_1,12
nand2_1,13
nand3_1,9
nor2_1,20
nor3_2,17
o21ai_0,7
xnor2_1,12
[sequential cells by signal (all words and copies together) (netlist names)]
register	count
hcnt	11
vcnt	11
[worst max-delay path, delay by kind of cell (launching register included)]
| kind | cells | cell delay, ns |
|---|---|---|
| compound gates | 1 | 0.42 |
| flops | 1 | 0.38 |
| simple gates | 3 | 0.90 |
| buf+inv | 2 | 0.66 |
[path summary, 6_finish.rpt]
kind,startpoint,end,slack [ns],cells after the start
max,hcnt[4]$_DFF_PN0_,lcd_ypos[9],0.005,6
min,hcnt[0]$_DFF_PN0_,hcnt[0]$_DFF_PN0_,0.51,1
max reg2reg,vcnt[7]$_DFFE_PN0P_,vcnt[4]$_DFFE_PN0P_,1.18,5
min reg2reg,hcnt[0]$_DFF_PN0_,hcnt[0]$_DFF_PN0_,0.51,1
max in group asynchronous,iRST_N,hcnt[0]$_DFF_PN0_,2.31,2
min in group asynchronous,iRST_N,vcnt[3]$_DFFE_PN0P_,0.74,2
[power by group]
group	switching [uW]	internal (uW)
combinational	17.1	31.9
clock	98.3	108
sequential	5.23	273
Power and IR drop assume default switching activity.
